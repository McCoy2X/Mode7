### flow/run.sh
#!/bin/bash
# OpenROAD 26Q1-2900-gdf79404cd8, Yosys 0.63+post, stock flow scripts
make -C /OpenROAD-flow-scripts/flow DESIGN_CONFIG=/design/flow/config.mk WORK_HOME=/design/flow/orfs finish
### flow/config.mk
export PLATFORM = sky130hd
export DESIGN_NAME = vga_sync
export DESIGN_NICKNAME = vga_sync
export VERILOG_FILES = /design/flow/design.v
export SDC_FILE = /design/flow/constraint.sdc
export NUM_CORES = 4
export LEC_CHECK = 1
export CORE_AREA = 10 10 105 105
export DIE_AREA = 0 0 115 115
### flow/constraint.sdc
current_design vga_sync

set clk_period 4.2
set clk_io_pct 0.2

create_clock -name clk0 -period $clk_period [get_ports {clk}]

set non_clock_inputs [all_inputs -no_clocks]
set_input_delay [expr $clk_period * $clk_io_pct] -clock clk0 $non_clock_inputs
set_output_delay [expr $clk_period * $clk_io_pct] -clock clk0 [all_outputs]
### flow/design.v
`timescale 1ns/1ps
module vga_sync(
	input wire clk, reset,
	output wire hsync, vsync, video_on, p_tick,
	output wire [9:0] pixel_x, pixel_y
);
localparam HD=640;	 
localparam VD=480;	 
localparam tamCont=2;
localparam HF=48;		 
localparam HB=16;		 
localparam HR=96;		 
localparam VF=10;		 
localparam VB=33;		 
localparam VR=2;		 
reg [tamCont-1:0] mod2_reg;
reg [tamCont-1:0] mod2_next;
reg [9:0] h_count_reg, h_count_next;
reg [9:0] v_count_reg, v_count_next;
reg v_sync_reg, h_sync_reg;
wire v_sync_next, h_sync_next;
wire h_end, v_end;
reg pixel_tick_next, pixel_tick;
always @(posedge clk,posedge reset)
	if(reset)
	begin
		mod2_reg <= {tamCont{1'b0}};
		v_count_reg <= 0;
		h_count_reg <= 0;
		v_sync_reg <= 1'b0;
		h_sync_reg <= 1'b0;
		pixel_tick <= 1'b0;
	end
	else
	begin
		pixel_tick <= pixel_tick_next;
		mod2_reg <= mod2_next;
		v_count_reg <= v_count_next;
		h_count_reg <= h_count_next;
		v_sync_reg <= v_sync_next;
		h_sync_reg <= h_sync_next;
	end
always @* 
	begin
	mod2_next = mod2_reg + 1'b1;
	if(mod2_reg == {tamCont{1'b0}}) 
		pixel_tick_next = 1'b1;
	else
		pixel_tick_next = 1'b0;
	end
assign h_end = (h_count_reg == (HD+HF+HB+HR-1));
assign v_end = (v_count_reg == (VD+VF+VB+VR-1));
always @*
	if(pixel_tick)
		if(h_end)
			h_count_next = 0;
		else
			h_count_next = h_count_reg + 1'b1;
	else
		h_count_next = h_count_reg;
always @*
	if(pixel_tick & h_end)
		if(v_end)
			v_count_next = 0;
		else
			v_count_next = v_count_reg + 1'b1;
	else
		v_count_next = v_count_reg;
assign h_sync_next = (h_count_reg >= (HD+HB) && h_count_reg <= (HD+HB+HR-1));
assign v_sync_next = (v_count_reg >= (VD+VB)&& v_count_reg <= (VD+VB+VR-1));
assign video_on = (h_count_reg < HD) && (v_count_reg < VD);
assign hsync = h_sync_reg;
assign vsync = v_sync_reg;
assign pixel_x = (h_count_reg > HF & h_count_reg <= (HD+HF) & v_count_reg > VF & v_count_reg <= (VD+VF)) ? h_count_reg - HF : {10{1'b0}};
assign pixel_y = (v_count_reg > VF & v_count_reg <= (VD+VF)) ? v_count_reg - VF : {10{1'b0}};
assign p_tick = (h_count_reg > HF & h_count_reg <= (HD+HF) & v_count_reg > VF & v_count_reg <= (VD+VF)) ? pixel_tick : 1'b0;
endmodule
==> run summary <==
Status - finished, final reports clean
LEAKAGE - 0.0009289 µW
CTS Buf Count - 3
GR Overflow Total - 0
Chip area - 0.01323 mm²
Max Buffers Root-to-Sink - 2
Final wirelength - 4.165 mm
VDD IR max - 109.3 µV
Most frequent cells in the layout - dfrtp_1 (25), clkdlybuf4s50_1 (25), nor2_1 (22), ha_1 (16), xnor2_1 (15)
CP Data Arrival Time - 2530 ps
Max Freq - 0.2963 GHz
Slowest stage delay, CP - 500 ps
Post-Synthesis Cells - 205
Slew Viols, Final - 0
Ports - 26
Hold WC Path Type - reg -> reg
Unrepaired setup endpoints after global routing - no
Setup TNS - 0 ps
Setup crit end kind - primary output
Initial antenna violation count - 0
DRC - 0
Cell count listed in synth_stat.txt - 205
Hold-critical path depth - 1
Maxcap violations - 0
Post-CTS Hold Buffers - 0
Yosys stat chip area - 0.001804 mm²
R2R Path End - v_count_reg[0]
Via density - 4.421
Largest net degree at the start of global routing - 26
Drt first pass iters - 4
Period minus WS final - 3375 ps
Total power - 387.6 µW
Gpl congestion - 0.8444
GRT Total Usage - 6.561%
CTS tree - yes
Post-CTS Setup Inserts - 0
Placed Area - 0.002116 mm²
Slowest-stage cell, CP - clkdlybuf4s50_1
Num Clock Sinks - 25
Reg2reg setup slack - 2190 ps
Resized Gates After CTS - 0
Width of the die - 115 µm
Pwr dens - 179.4 mW/mm²
CP cell instances - inv_1 -> ha_1 -> nor3b_1 -> a2bb2oi_1 -> nand2_2 -> nor3_1 -> clkdlybuf4s50_1
Area Overhead vs Synth - 19.76%
IO buf count - 25
Slew margin rel. - 67.51%
Vert. Die Dim - 115 µm
Yosys warns - 1
Reg2Reg Depth - 6
Synth Flop Type - dfrtp_1
Worst setup path class - reg -> out
Tool warning count - 36
R2r startpoint - h_count_reg[5]
Hpwl dp - 3.176 mm
Place WS - 1115 ps
Setup Skew - 4.157 ps
Clock Latency Late Sink - 260 ps
Worst EP required - 3360 ps
Hold Path End - mod2_reg[0]
Final Hold Vio Count - 0
Syn avg cell area - 8.801 µm²
Final worst slack - 825.0 ps
Netlist cell types - 43
DR iter-0 viols - 52
FFs w/ async S/R, synth - 100.0%
Setup Viol. Count Final - 0
#FFs+latches synth - 25
Clock Root Buffer - clkbuf_8
Hold_sp - mod2_reg[0]
Core Region - 0.008763 mm²
# diodes - 0
Fill cells - 959
Critical Path Fanout Max - 8
Routed Antenna Nets - 0
Core Rows - 34
Wire per inst - 12.62 µm
Startpoint Class - register
Post-layout period usage - 80.36%
Htree depth - 1
Layout cells sized above 1 - 3.604%
Global-route wire length before repair - 7.410 mm
Finished Layout Cells - 330
Actual slew at the worst max-slew pin - 475.1 ps
Final Cell Area - 0.002161 mm²
Number of enable flip-flop cells - 0
Clock-pin transition on the worst setup and hold timing paths - 90 ps
Vias post-DR - 1459
Floorplan core density - 20.59%
Dpl cells - 326
Mapped Area - 0.001804 mm²
Vias in the first global route - 1487
Synth Seq Share - 34.67%
power by group:
part	switching (µW)	internal [µW]
Clock	73.2	67.7
Combinational	4.80	1.49
Sequential	0	240
critical path, delay by kind of cell (launching register included):
kind | cells | cell delay (ps)
AOI/OAI and AO/OA | 1 | 380
adders and majority gates | 1 | 150
buffers and inverters | 2 | 610
DFF | 1 | 410
and+or+nand+nor | 3 | 720
per-layer routing:
metal	global-route usage, %	vias to the layer above	part of all wire, %
met5	0	-	0
met4	0.4125	0	0
met3	1.160	0	3.6
met2	11.26	12	51
met1	8.832	702	46
li1	-	745	-
Yosys cell counts, drive strengths merged (2+ instances only):
cell	count	area, µm²
nor3	13	65.06
nor4	4	25.02
a21o	2	15.01
nor2	22	82.58
xnor2	15	131.4
dfrtp	25	625.6
nand3	9	45.04
nor2b	4	25.02
clkbuf	3	11.26
and3	5	31.28
nand2b	2	12.51
and4	4	35.03
o22ai	2	12.51
inv	13	48.80
ha	16	200.2
a21oi	4	20.02
nand2	11	43.80
buf	11	77.57
o21ai	10	50.04
xor2	4	35.03
nand4	8	50.05
logic make-up (layout without fill, tap and decap cells):
logic type / after synthesis / after routing / synth area share (%)
simple gates: 89 / 89 / 26.42
mux: 1 / 1 / 0.5548
flops: 25 / 25 / 34.67
xor+xnor: 19 / 19 / 9.223
fa+ha+maj: 16 / 16 / 11.10
buf+inv: 27 / 44 / 7.628
compound gates: 28 / 28 / 10.40
stage by stage:
stage          util (%)  hold WS (ps)
6_report          24.66         410.0
5_1_grt           24.66         434.1
4_1_cts           24.66         409.1
3_5_place_dp      24.14         397.5
3_3_place_gp      24.14         398.9
2_1_floorplan         -         386.2
cell type report:
class	instances	area [µm²]	share of cell area (%)
clock buffer	4	45.04	2.085
inverter	13	48.80	2.258
multi-input combinational	153	1041	48.18
sequential	25	625.6	28.95
tap	108	135.1	6.254
timing repair buffer	27	265.3	12.28
how the worst max path moves through the flow:
stage | depth (start not counted) | to | start
final | 7 | pixel_x[7] | h_count_reg[0]
after global routing | 7 | pixel_x[7] | h_count_reg[0]
after CTS | 7 | pixel_x[7] | h_count_reg[0]
No activity file was given, so power comes from the tool's default toggle rates.
