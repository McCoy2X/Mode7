==> ./run.sh <==
#!/bin/bash
# OpenROAD 26Q1-2900-gdf79404cd8, Yosys 0.63+post, stock flow scripts
make -C /OpenROAD-flow-scripts/flow DESIGN_CONFIG=/design/flow/config.mk WORK_HOME=/design/flow/orfs finish
==> ./config.mk <==
export PLATFORM = sky130hd
export DESIGN_NAME = VGA_controller
export DESIGN_NICKNAME = VGA_controller
export VERILOG_FILES = /design/flow/design.v
export SDC_FILE = /design/flow/constraint.sdc
export NUM_CORES = 4
export LEC_CHECK = 1
export CORE_UTILIZATION = 40
==> ./constraint.sdc <==
current_design VGA_controller

set clk_period 2.9
set clk_io_pct 0.2

create_clock -name clk0 -period $clk_period [get_ports {clk}]

set non_clock_inputs [all_inputs -no_clocks]
set_input_delay [expr $clk_period * $clk_io_pct] -clock clk0 $non_clock_inputs
set_output_delay [expr $clk_period * $clk_io_pct] -clock clk0 [all_outputs]
==> ./design.v <==
`timescale 1ns/1ps
module VGA_controller(
	input wire clk, reset,
	output wire hsync, vsync, video_on, p_tick,
	output wire [9:0] pixel_x, pixel_y
);
localparam HD=640;	 
localparam VD=480;	 
localparam tamCont=2;
localparam HF=48;		 
localparam HB=16;		 
localparam HR=96;		 
localparam VF=10;		 
localparam VB=33;		 
localparam VR=2;		 
reg [tamCont-1:0] mod2_reg;
reg [tamCont-1:0] mod2_next;
reg [9:0] h_count_reg, h_count_next;
reg [9:0] v_count_reg, v_count_next;
reg v_sync_reg, h_sync_reg;
wire v_sync_next, h_sync_next;
wire h_end, v_end;
reg pixel_tick_next, pixel_tick;
always @(posedge clk,posedge reset)
	if(reset)
	begin
		mod2_reg <= {tamCont{1'b0}};
		v_count_reg <= 0;
		h_count_reg <= 0;
		v_sync_reg <= 1'b0;
		h_sync_reg <= 1'b0;
		pixel_tick <= 1'b0;
	end
	else
	begin
		pixel_tick <= pixel_tick_next;
		mod2_reg <= mod2_next;
		v_count_reg <= v_count_next;
		h_count_reg <= h_count_next;
		v_sync_reg <= v_sync_next;
		h_sync_reg <= h_sync_next;
	end
always @* 
	begin
	mod2_next = mod2_reg + 1'b1;
	if(mod2_reg == {tamCont{1'b0}}) 
		pixel_tick_next = 1'b1;
	else
		pixel_tick_next = 1'b0;
	end
assign h_end = (h_count_reg == (HD+HF+HB+HR-1));
assign v_end = (v_count_reg == (VD+VF+VB+VR-1));
always @*
	if(pixel_tick)
		if(h_end)
			h_count_next = 0;
		else
			h_count_next = h_count_reg + 1'b1;
	else
		h_count_next = h_count_reg;
always @*
	if(pixel_tick & h_end)
		if(v_end)
			v_count_next = 0;
		else
			v_count_next = v_count_reg + 1'b1;
	else
		v_count_next = v_count_reg;
assign h_sync_next = (h_count_reg >= (HD+HB) && h_count_reg <= (HD+HB+HR-1));
assign v_sync_next = (v_count_reg >= (VD+VB)&& v_count_reg <= (VD+VB+VR-1));
assign video_on = (h_count_reg > HF & h_count_reg <= (HD+HF) & v_count_reg > VF & v_count_reg <= (VD+VF)) ? 1'b1 : 1'b0;
assign hsync = h_sync_reg;
assign vsync = v_sync_reg;
assign pixel_x = (h_count_reg > HF & h_count_reg <= (HD+HF) & v_count_reg > VF & v_count_reg <= (VD+VF)) ? h_count_reg - HF : {10{1'b0}};
assign pixel_y = (v_count_reg > VF & v_count_reg <= (VD+VF)) ? v_count_reg - VF : {10{1'b0}};
assign p_tick = (h_count_reg > HF & h_count_reg <= (HD+HF) & v_count_reg > VF & v_count_reg <= (VD+VF)) ? pixel_tick : 1'b0;
endmodule
==> qor.json <==
{
  "pwr": {
    "register_share_of_total_power_pct": 62.1,
    "static_power_due_to_leakage_nw": 0.9731,
    "cell_internal_pwr_w": 0.0004485,
    "power_density_nw_per_um2": 248.5,
    "share_of_power_burned_in_combinational_logic_pct": 1.6,
    "switching_share_pct": 20.04,
    "p_sw_w": 0.0001124,
    "total_power_w": 0.0005609,
    "ir_drop_mv": 0.1810,
    "clockPowerShare_pct": 36.3
  },
  "place": {
    "hpwl_mm": 2.708,
    "globalplace.congestion": 0.8451,
    "numPortBuffers": 25
  },
  "finish": {
    "fill_cells": 435,
    "final_layout_size_suffix_gt1_share_pct": 15.81,
    "layout.core_utilization_pct": 51.48,
    "synthToLayoutAreaGrowth_pct": 22.80
  },
  "synth": {
    "ys_chip_area_um2": 1838,
    "topCellsByArea": "sky130_fd_sc_hd__dfrtp_1, sky130_fd_sc_hd__ha_1, sky130_fd_sc_hd__xnor2_1, sky130_fd_sc_hd__nor2_1, sky130_fd_sc_hd__nor3_1",
    "synth_flops": 25,
    "syn-cell-area_um2": 1838,
    "yosys_warnings": 1,
    "netlist.top_cell.by_area": "sky130_fd_sc_hd__dfrtp_1",
    "synth_stat.cells": 205,
    "edff_count_synth": 0,
    "netlist-cell-type-count": 43,
    "common_cells": "sky130_fd_sc_hd__dfrtp_1, sky130_fd_sc_hd__nor2_1, sky130_fd_sc_hd__ha_1",
    "postSynth.topFlopCell": "sky130_fd_sc_hd__dfrtp_1",
    "post_synth.cell_area_avg_um2": 8.966,
    "synth.top_cell.area_share_pct": 34.04,
    "yosysMostFrequentCell": "sky130_fd_sc_hd__dfrtp_1",
    "synth-async-reset-ratio_pct": 100.0,
    "synth_seq_share_pct": 34.04,
    "post_synth_inst_count": 205
  },
  "critical_path": {
    "launching_element_type_of_the_critical_path": "register",
    "endpoint_kind": "output pin",
    "critical_path.cell_chain": "inv_1 > ha_1 > nor3b_4 > a2bb2oi_2 > buf_4 > nand3_1 > nor2_1 > clkdlybuf4s50_1",
    "crit_path_max_incr_delay_ns": 0.47,
    "worst-r2r-cell-count": 8,
    "critical_path_cell_count": 8,
    "worst-endpoint-arrival_ns": 2.21,
    "crit_path_required_time_ns": 2.32,
    "critical_path.max_fanout": 4,
    "critPathTopFamily": "buffers and inverters",
    "criticalPathCategory": "reg2out",
    "path_buffers": 3,
    "timing.critical_path.slowest_stage_cell": "sky130_fd_sc_hd__clkdlybuf4s50_1"
  },
  "min_path": {
    "holdCritPathClass": "reg2reg",
    "timing.hold.worst_path_depth": 1
  },
  "cts": {
    "tritoncts": "yes",
    "htree_num_levels": 1,
    "clock_insertion_delay_worst_skew_ns": 0.27,
    "clockRootBuffer": "sky130_fd_sc_hd__clkbuf_8",
    "cts_buffer_depth": 2,
    "cts.sinks": 25,
    "cts_made_buffers": 3,
    "postCtsHoldBufs": 0,
    "clk_pin_slew_ns": 0.08
  },
  "sta": {
    "worst_slew_pin_slew_ns": 0.5356,
    "timing.final.max_slew_violations": 0,
    "max_slew_margin_pct": 63.37,
    "final.setup_skew_ns": 0.006686,
    "report.final.hold_viol_count": 0,
    "max_freq_mhz": 357.9,
    "finalCriticalPeriod_ns": 2.794,
    "final-setup-viol-count": 0,
    "finalSetupTns_ns": 0,
    "final.period_utilization_pct": 96.34,
    "unrepaired_setup_endpoints_after_global_routing": "true"
  },
  "global_route": {
    "grt_pass1_wl_mm": 6.534,
    "grt_util_met2_pct": 26.50,
    "groute.usage.overall_pct": 16.77,
    "gr-usage-met3_pct": 1.327,
    "global_route.usage.met1_pct": 26.42,
    "layer_carrying_the_most_global_route_usage": "met2",
    "vias_in_the_first_global_route": 1388,
    "initial_antenna_violation_count": 0,
    "largest_net_degree_at_the_start_of_global_routing": 21,
    "grt_overflow_total": 0
  },
  "job": {
    "total_number_of_warnings_across_the_stage_logs": 37,
    "max_cap_violations": 0
  },
  "routing": {
    "detail_route.antenna_diodes": 0,
    "routedWlPerCell_um": 13.23,
    "drt_wl_total_mm": 3.784,
    "antenna_left": 0,
    "dr_total_vias": 1494,
    "drc": 0,
    "detailed_route_iter0_violations": 69,
    "first_pass_iters": 4,
    "detail_route.vias_per_cell": 5.224
  },
  "floorplanning": {
    "fp-row-count": 24,
    "fp.dieH_um": 69.79,
    "die.size.x_um": 69.79,
    "chipArea_um2": 4870,
    "coreArea_um2": 4384,
    "fp_util_pct": 41.92,
    "top_level_ports": 26
  },
  "run_status": {
    "outcome": "finished, final reports clean"
  }
}
## worst register-to-register path: stages (launching register included)
cell and delay, ns:
sky130_fd_sc_hd__dfrtp_1 0.42, sky130_fd_sc_hd__buf_4 0.18, sky130_fd_sc_hd__inv_1 0.08, sky130_fd_sc_hd__ha_1 0.18, sky130_fd_sc_hd__nand3_1 0.17, sky130_fd_sc_hd__nor4_4 0.44
sky130_fd_sc_hd__buf_4 0.27, sky130_fd_sc_hd__o21a_1 0.12, sky130_fd_sc_hd__o21ai_0 0.07
## metrics by stage
stage / setup WS (ns) / instance area (um2) / hold slack, ns / std cells
2_1_floorplan: 0.8570 / 1838 / 0.3862 / 205
3_3_place_gp: 0.1974 / 2151 / 0.3980 / 279
3_5_place_dp: 0.1822 / 2151 / 0.3972 / 279
4_1_cts: 0.02050 / 2211 / 0.4083 / 284
5_1_grt: -0.02221 / 2257 / 0.4250 / 286
6_report: 0.1060 / 2257 / 0.4066 / 286
## metal layers
metal  up-vias  wire length [um]
li1        771                 -
met3         6               112
met5         -                 0
met2        34              1751
met4         0                74
met1       683              1845
## cell usage in the layout (no fill, tap or decap), types with 2 or more instances in the layout
master	count
sky130_fd_sc_hd__nand4_1	5
sky130_fd_sc_hd__inv_1	11
sky130_fd_sc_hd__a31oi_1	3
sky130_fd_sc_hd__nor2_1	23
sky130_fd_sc_hd__nor4_1	3
sky130_fd_sc_hd__ha_1	16
sky130_fd_sc_hd__xor2_1	3
sky130_fd_sc_hd__o21ai_2	2
sky130_fd_sc_hd__o21ai_0	7
sky130_fd_sc_hd__nand2_1	11
sky130_fd_sc_hd__nor4_4	2
sky130_fd_sc_hd__nor2b_1	3
sky130_fd_sc_hd__and3_1	5
sky130_fd_sc_hd__a21o_1	5
sky130_fd_sc_hd__clkbuf_8	3
sky130_fd_sc_hd__xnor2_1	13
sky130_fd_sc_hd__a21oi_1	2
sky130_fd_sc_hd__dfrtp_2	2
sky130_fd_sc_hd__nor3_2	2
sky130_fd_sc_hd__inv_2	2
sky130_fd_sc_hd__clkdlybuf4s50_1	25
sky130_fd_sc_hd__o21a_1	2
sky130_fd_sc_hd__nor3_1	11
sky130_fd_sc_hd__or3_1	4
sky130_fd_sc_hd__buf_4	14
sky130_fd_sc_hd__dfrtp_1	23
sky130_fd_sc_hd__nand3_1	10
## final timing paths
check	startpoint	endpoint	slack (ns)
setup / recovery	h_count_reg[1]	pixel_x[5]	0.11
hold / removal	mod2_reg[0]	mod2_reg[0]	0.41
setup reg to reg	h_count_reg[5]	v_count_reg[2]	0.85
hold reg to reg	mod2_reg[0]	mod2_reg[0]	0.41
max in group asynchronous	reset	h_count_reg[1]	1.85
min in group asynchronous	reset	v_count_reg[0]	0.52
## final cells by class
| type | instances | area [um2] | area share (%) |
|---|---|---|---|
| Timing Repair Buffer | 39 | 355.3 | 15.74 |
| Clock buffer | 4 | 45.04 | 1.996 |
| Tap cell | 52 | 65.06 | 2.882 |
| Multi-Input combinational cell | 153 | 1115 | 49.39 |
| Inverter | 13 | 48.80 | 2.162 |
| Sequential cell | 25 | 628.1 | 27.83 |
## cell families (layout without fill, tap and decap cells)
logic type	after synthesis	after routing	share of synthesized area, %
buffers and inverters	27	56	7.488
adders and majority gates	16	16	10.89
DFF	25	25	34.04
and+or+nand+nor	91	91	28.25
xor gates and xnor gates	16	16	7.625
muxes	3	3	1.702
AOI/OAI and AO/OA	27	27	10.01
## power groups by stage
stage                 sequential, W  clock [W]  combinational (W)
after CTS                  0.000348   0.000213         0.00000987
after global routing       0.000348   0.000229          0.0000112
final                      0.000348   0.000203         0.00000918
## timing repair
item	in CTS	in global routing
gates cloned	0	0
gates resized	3	10
setup buffers	1	2
pin swaps	0	1
endpoints found under the setup margin	18	19
Power and IR drop assume default switching activity.
